--- ./config.mk ---
export PLATFORM = sky130hd
export DESIGN_NAME = car_parking_system
export DESIGN_NICKNAME = car_parking_system
export VERILOG_FILES = /design/flow/design.v
export SDC_FILE = /design/flow/constraint.sdc
export NUM_CORES = 4
export LEC_CHECK = 1
export CORE_AREA = 10 10 101 101
export DIE_AREA = 0 0 111 111
--- ./constraint.sdc ---
current_design car_parking_system

set clk_period 3.3
set clk_io_pct 0.2

create_clock -name clk0 -period $clk_period [get_ports {clk}]

set non_clock_inputs [all_inputs -no_clocks]
set_input_delay [expr $clk_period * $clk_io_pct] -clock clk0 $non_clock_inputs
set_output_delay [expr $clk_period * $clk_io_pct] -clock clk0 [all_outputs]
--- ./run.sh ---
#!/bin/bash
# OpenROAD 26Q1-2900-gdf79404cd8, Yosys 0.63+post, stock flow scripts
make -C /OpenROAD-flow-scripts/flow DESIGN_CONFIG=/design/flow/config.mk WORK_HOME=/design/flow/orfs finish
--- ./design.v ---
module car_parking_system(
    input clk,
    input reset,
    input sensor_entry,           
    input sensor_exit,            
    input [3:0] password_input,   
    output reg gate_open,         
    output reg [6:0] available_spaces  
);
parameter PASSWORD = 4'b1010;         
parameter MAX_SPACES = 100;           
reg [1:0] attempts;                   
reg [1:0] state;                      
parameter IDLE = 2'b00;
parameter PASSWORD_CHECK = 2'b01;
parameter VEHICLE_ENTRY = 2'b10;
parameter VEHICLE_EXIT = 2'b11;
always @(posedge clk or posedge reset) begin
    if (reset) begin
        available_spaces <= MAX_SPACES;
        gate_open <= 0;
        attempts <= 0;
        state <= IDLE;
    end else begin
        case (state)
            IDLE: begin
                gate_open <= 0;
                attempts <= 0;
                if (sensor_entry && available_spaces > 0) begin
                    state <= PASSWORD_CHECK;  
                end else if (sensor_exit && available_spaces < MAX_SPACES) begin
                    state <= VEHICLE_EXIT;    
                end else begin
                    state <= IDLE;            
                end
            end
            PASSWORD_CHECK: begin
                if (password_input == PASSWORD) begin
                    gate_open <= 1;           
                    state <= VEHICLE_ENTRY;
                end else begin
                    attempts <= attempts + 1;
                    if (attempts >= 2) begin  
                        gate_open <= 0;       
                        state <= IDLE;
                    end else begin
                        state <= PASSWORD_CHECK;  
                    end
                end
            end
            VEHICLE_ENTRY: begin
                if (!sensor_entry) begin      
                    gate_open <= 0;           
                    if (available_spaces > 0)
                        available_spaces <= available_spaces - 1;  
                    state <= IDLE;
                end else begin
                    state <= VEHICLE_ENTRY;    
                end 
            end
            VEHICLE_EXIT: begin 
                if (!sensor_exit) begin       
                    if (available_spaces < MAX_SPACES)
                        available_spaces <= available_spaces + 1;  
                    state <= IDLE;
                end else begin 
                    state <= VEHICLE_EXIT;    
                end 
            end
            default: state <= IDLE;
        endcase 
    end 
end 
endmodule
==> datasheet_impl.txt <==
Summary of implementation characteristics

Parameter                              Value

Placed design
  Placed Cells .................. 209
  Half-perimeter wire length after detailed placement .................. 1580 µm
  Last weighted congestion value of the routability-driven placer .................. 0.803
  Worst slack at placement .................. between 1 and 1.5 ns
  Number of input and output port buffers inserted .................. 15

Synth
  Post-synth EDFFs .................. 0
  Seq cells post-synth .................. 14
  Mapped cell area .................. slightly below 900 µm²
  Most used flip-flop cell after synthesis .................. sky130_fd_sc_hd__dfrtp_1
  Number of standard cells after synthesis .................. about 90
  Total of warnings raised by yosys .................. 1
  Fraction of synthesis flops using an asynchronous set or reset pin .................. 1.00
  Mean post-synth cell area .................. 9.72 µm²
  Synthesized chip area reported by yosys .................. 875 µm²
  Total cells reported by yosys after synthesis .................. ~90
  Share of synthesized area occupied by flip-flops and latches .................. 0.406
  Number of distinct library cell variants in the gate-level netlist after synthesis .................. 32

Setup path
  CP endpoint kind .................. register
  Required time worst endpoint .................. about 3.5 ns
  Category of the critical setup timing path .................. in2reg
  Worst Path Arrival .................. 2.21 ns
  Startpoint types .................. input port
  Top fanout value on the critical path .................. 11

Floorplan
  Count of standard-cell rows .................. 33
  Die Span X .................. about 110 µm
  Full die area .................. 12300 µm²
  Core outline area .................. 8130 µm²
  Count of pins on the block boundary .................. 16
  Core utilization before placement .................. 0.108
  DIE HEIGHT .................. 111 µm

STA
  Worst Hold Slack .................. about 0.5 ns
  Setup slack of the critical path after layout .................. 1.26 ns
  Worst Max-Slew Pin Slew .................. 0.547 ns
  Final total negative setup slack .................. 0 ns
  Hold Vio Cnt, Final .................. 0
  Unrepaired setup endpoints after global routing .................. false
  Max Clock Skew .................. 0.00330 ns
  Cycle use final .................. 0.618
  Max Clock Freq .................. 0.490 GHz
  Clock period minus worst slack .................. 2.04 ns
  Setup violation total in the final timing report .................. 0
  Remaining max-slew budget at the tightest pin .................. 0.635
  Number of slew-limit violations in the final report .................. 0

Clock tree
  CTS clock-pin slew for the worst setup and hold paths .................. 0.06 ns
  CTS Root Buffer Type .................. sky130_fd_sc_hd__clkbuf_8
  Clock tree from TritonCTS .................. built
  Clock buffer count from CTS .................. 3
  Number of H-tree levels .................. 1
  Total of cells resized after clock tree synthesis .................. 0
  Hold-fix buffers, CTS .................. 0
  Num Clock Sinks .................. 14
  # Post-CTS Setup Buffers .................. 0
  CTS Buffer Depth .................. 2
  Late-Pin Clk Latency .................. 0.24 ns

Detailed routing
  Post-DRT Antenna Nets .................. 0
  Vias per cell .................. 3.29
  Detailed-route DRC error count .................. 0
  Routed Wire Length .................. 2030 µm
  Routed length per instance .................. 9.51 µm
  Total via count after detailed routing .................. 701
  Length of the first detailed-routing pass in iterations .................. 4
  Number of DRC markers in iteration 0 .................. 20
  Antenna cell count .................. 0

Global routing
  Wire length of the first global-routing pass .................. 3560 µm
  Largest net degree at the start of global routing .................. 15
  Grt met3 use .................. 0.00876
  Most Crowded Layer GR .................. met2
  Total overflow reported by the global router .................. 0
  Number of antenna violations at the first check in global routing .................. 0
  Total GRT Usage .................. 0.0334
  Met1 layer usage reported by global route .................. 0.0428
  Global routing usage on met2 .................. 0.0554
  Via count of the first global-routing pass .................. 741

Flow run
  Number of warnings in the stage logs .................. 25
  Maximum capacitance violations .................. 0

Run status
  Run status .................. complete, no violations

Cells and area
  Final std cells w/o fill .................. 213
  Fraction of layout instances using a drive strength above 1 .................. 0.120
  Count of filler cells inserted in the layout .................. 901
  Layout Area Growth over Synthesis .................. 37.2%

Pwr
  Power per cell area .................. 841 nW/µm²
  Overall Power .................. 1.01 mW
  Leakage power .................. 0.471 nW
  Worst ir drop on vdd .................. 0.415 mV

Hold path
  Type of the most critical hold path .................. reg2reg
## area by class of cell
type	count	area [µm²]	area share
Clock buffer	4	55.1	0.0459
Timing Repair Buffer	15	150	0.125
Multi-Input combinational cell	71	493	0.411
Tap cell	105	131	0.109
Sequential cell	14	355	0.296
Inverter	4	15.0	0.0125
## per-stage QoR
stage,area [µm²],util
after CTS,1200,0.148
after global placement,1140,0.141
after floorplan,875,-
after detailed placement,1140,0.141
after global routing,1200,0.148
final,1200,0.148
## where the power goes
| group | leakage [nW] | internal [mW] | switching, mW |
|---|---|---|---|
| combinational | 0.271 | 0.272 | 0.228 |
| clock | 0.0288 | 0.106 | 0.0618 |
| sequential | 0.172 | 0.252 | 0.0896 |
| total | 0.471 | 0.630 | 0.380 |
## worst max-delay path: stages
cell and delay, ns:
sky130_fd_sc_hd__clkdlybuf4s50_1 0.53, sky130_fd_sc_hd__and2b_1 0.20, sky130_fd_sc_hd__o22ai_2 0.42, sky130_fd_sc_hd__and4b_1 0.26, sky130_fd_sc_hd__xor2_1 0.13
## path summary, 6_finish.rpt
path	startpoint	to	slack, ns	cells after the start
hold reg to reg	attempts[0]	attempts[0]	0.50	1
setup reg to reg	state[3]	available_spaces[6]	1.27	7
max in group asynchronous	reset	state[0]	2.13	2
min in group asynchronous	reset	available_spaces[0]	0.80	2
setup / recovery	sensor_exit	available_spaces[6]	1.26	5
hold / removal	attempts[0]	attempts[0]	0.50	1
## cells in the final DEF, fill, tap and decap left out, types with 2 or more instances in the layout
master	n
sky130_fd_sc_hd__ha_1	6
sky130_fd_sc_hd__dfstp_2	4
sky130_fd_sc_hd__a21oi_1	3
sky130_fd_sc_hd__a31o_2	2
sky130_fd_sc_hd__inv_1	4
sky130_fd_sc_hd__nor2b_1	2
sky130_fd_sc_hd__clkbuf_8	4
sky130_fd_sc_hd__nor2_1	5
sky130_fd_sc_hd__a211oi_1	2
sky130_fd_sc_hd__nand2b_1	2
sky130_fd_sc_hd__o31ai_1	2
sky130_fd_sc_hd__xor2_1	3
sky130_fd_sc_hd__nor3_1	3
sky130_fd_sc_hd__xnor2_1	2
sky130_fd_sc_hd__dfrtp_1	10
sky130_fd_sc_hd__nand2_1	15
sky130_fd_sc_hd__o21ai_0	9
sky130_fd_sc_hd__clkdlybuf4s50_1	15
## sequential cells by signal, indices dropped and copies added, names as in the netlist
signal            flops
attempts              2
gate_open             1
state                 4
available_spaces      7
## cells in the mapped netlist, types with 2 or more instances
library cell / n / area, µm²
sky130_fd_sc_hd__nand2b_1: 2 / 12.5
sky130_fd_sc_hd__xor2_1: 3 / 26.3
sky130_fd_sc_hd__dfstp_2: 4 / 105
sky130_fd_sc_hd__inv_1: 4 / 15.0
sky130_fd_sc_hd__o21ai_0: 9 / 45.0
sky130_fd_sc_hd__ha_1: 6 / 75.1
sky130_fd_sc_hd__dfrtp_1: 10 / 250
sky130_fd_sc_hd__nor2b_1: 2 / 12.5
sky130_fd_sc_hd__o31ai_1: 2 / 15.0
sky130_fd_sc_hd__nor3_1: 3 / 15.0
sky130_fd_sc_hd__a31o_2: 2 / 17.5
sky130_fd_sc_hd__a21oi_1: 3 / 15.0
sky130_fd_sc_hd__xnor2_1: 2 / 17.5
sky130_fd_sc_hd__nor2_1: 5 / 18.8
sky130_fd_sc_hd__nand2_1: 15 / 56.3
sky130_fd_sc_hd__a211oi_1: 2 / 15.0
## cell families (layout without fill, tap and decap cells)
family,after synthesis,in the layout,synth area share
mux,2,2,0.0286
fa+ha+maj,7,7,0.109
flops,14,14,0.406
buf+inv,5,23,0.0300
simple gates,32,32,0.176
xor+xnor,5,5,0.0501
compound gates,25,25,0.200
## metal layers
metal | share of wire | up-vias
li1 | - | 365
met1 | 0.48 | 327
met2 | 0.46 | 7
met3 | 0.048 | 2
met4 | 0.0084 | 0
met5 | 0 | -
Power figures rest on the tool's default switching activity, not on a simulated workload.
